`design/flow/run.sh`:
```
#!/bin/bash
# OpenROAD 26Q1-2900-gdf79404cd8, Yosys 0.63+post, stock flow scripts
make -C /OpenROAD-flow-scripts/flow DESIGN_CONFIG=/design/flow/config.mk WORK_HOME=/design/flow/orfs finish
```
`design/flow/config.mk`:
```
export PLATFORM = sky130hd
export DESIGN_NAME = ReLU
export DESIGN_NICKNAME = ReLU
export VERILOG_FILES = /design/flow/design.v
export SDC_FILE = /design/flow/constraint.sdc
export NUM_CORES = 4
export LEC_CHECK = 1
export CORE_AREA = 10 10 70 70
export DIE_AREA = 0 0 80 80
```
`design/flow/constraint.sdc`:
```
current_design ReLU

set clk_period 1.0
set clk_io_pct 0.2

create_clock -name clk0 -period $clk_period [get_ports {clk}]

set non_clock_inputs [all_inputs -no_clocks]
set_input_delay [expr $clk_period * $clk_io_pct] -clock clk0 $non_clock_inputs
set_output_delay [expr $clk_period * $clk_io_pct] -clock clk0 [all_outputs]
```
`design/flow/design.v`:
```
module ReLU  #(parameter dataWidth=16) (
    input           clk,
    input   [dataWidth-1:0]   x,
    output  reg [dataWidth-1:0]  out
);
always @(posedge clk)
begin
    if($signed(x) >= 0)
        out <= x;
    else 
        out <= 0;      
end
endmodule
```
==> qor.csv <==
stage;metric;value;unit
worst_setup_path;CP top delay family;flip-flops;
clock_network;Setup Fix Bufs, Post-CTS;0;
synthesis;Synth cell types;7;
flow_run;Max Cap Viol;0;
drt;Initial DRT Pass Iterations;1;
placement;DP Wirelength;959;µm
clock_network;clk slew on worst S/H paths;80;ps
worst_setup_path;CP bufs+invs;1;
placement;Post-Place Worst Slack;-159;ps
timing;setup TNS;0;ps
synthesis;yosys stat area;457;µm²
drt;DR DRC count;0;
global_route;first-pass GRT wire length;1660;µm
clock_network;clk buf depth;2;
global_route;vias in the first global route;339;
global_route;initial antenna violation count;0;
timing;final worst path period share;94.4;%
final_layout;Finished Cell Area;811;µm²
synthesis;Avg Cell Area, Syn;13.8;µm²
worst_hold_path;Worst Hold Depth;2;
timing;setup ws final;55.8;ps
final_layout;largest registers;out (16);
final_layout;most flop-heavy register;out;
run_status;status;finished clean;
timing;Max Freq;1.06;GHz
final_layout;most numerous logic cell after layout;clkdlybuf4s50_1;
synthesis;Flops after synth;16;
synthesis;synthesis warning total;1;
clock_network;post_cts resized;35;
synthesis;Cell Area, Synth;457;µm²
clock_network;CTS Root Cell;clkbuf_4;
drt;diode count;0;
global_route;global-route total usage across every layer;3.39;%
power_and_ir_drop;Total Power;1.22;mW
clock_network;Post-CTS Hold Buffers;0;
global_route;largest net degree at the start of global routing;11;
clock_network;clk sinks;16;
synthesis;Seq share, synth;70.1;%
drt;Iter 0 DRT Violations;0;
clock_network;H-Tree Depth;1;
timing;count of final hold-check violations;0;
worst_setup_path;CP Capture Type;primary output;
timing;RSZ-0062 raised after global routing;false;
timing;Final setup violation count;0;
timing;fin. max-slew vios;0;
worst_setup_path;Critical Path AT;740;ps
final_layout;Reg area;327;µm²
worst_setup_path;critical path depth;1;
final_layout;Finished Core Util;23.7;%
floorplanning;Die Span X;80;µm
timing;Tmin final;944;ps
worst_setup_path;CP max FO;1;
placement;Cell Area, Placed;843;µm²
final_layout;Syn-to-layout area delta;77.5;%
floorplanning;io pins;33;
drt;routed wire length;1120;µm
synthesis;yosys cell count;33;
drt;wire length per cell;9.71;µm
power_and_ir_drop;Max IR drop VDD;830;µV
drt;via/cell ratio;2.88;
floorplanning;Core ar.;0.00342;mm²
final_layout;fillcell total;370;
floorplanning;Initial Utilization;13.4;%
floorplanning;Die Ht;80;µm
placement;I/O Buffers;32;
worst_setup_path;crit path launch type;flip-flop;
power_and_ir_drop;PD cells;1500;mW/mm²
synthesis;Mapped Cells;33;
flow_run;tool warning count;25;
worst_setup_path;crit path cell chain;clkdlybuf4s15_1;
worst_setup_path;critical path type;reg2out;
final_layout;Comb gate area;125;µm²
final_layout;most frequent cells in the layout;16 x clkdlybuf4s50_1, 13 x clkbuf_2, 11 x dfxtp_1, 7 x nor2b_2, 5 x dfxtp_2;
placement;routability cong.;0.723;
power_and_ir_drop;Static Leakage;0.357;nW
drt;ANT nets after route;0;
clock_network;Inserted Clock Buffers;3;
global_route;global route total overflow;0;
floorplanning;die area;0.00640;mm²
final_layout;share of layout cells above drive strength 1;50.7;%
final_layout;max FFs per register;16;
worst_hold_path;worst min path class;in2reg;
clock_network;CTS tree;yes;
floorplanning;Rows;21;
worst_setup_path;Critical-path top delay cell;dfxtp_1;
worst_setup_path;CP required;800;ps
drt;via count;331;
worst_setup_path;crit-path max cell delay;310;ps
[final timing paths]
kind | from | to | slack [ps]
worst max-delay path | out[2] | out[2] | 60
worst min-delay path | x[9] | out[9] | 470
[per-stage QoR]
stage                     std cells  hold WS [ps]
after floorplan                  33           325
after global placement          111           774
after detailed placement        111           768
after CTS                       115           460
after global routing            115           450
final                           115           466
[routing by layer]
metal	share of wire (%)	routed length, µm	GRT usage, %	vias up
met4	0	0	0.176	0
li1	-	-	-	168
met5	0	0	0	-
met2	42	468	5.14	25
met3	17	195	3.30	0
met1	41	453	3.47	138
[Yosys cell counts, drive strengths merged]
| library cell | count | area (µm²) |
|---|---|---|
| buf | 1 | 11.3 |
| and2b | 5 | 41.3 |
| nor2b | 10 | 80.1 |
| conb | 1 | 3.75 |
| dfxtp | 16 | 320 |
[report_power, final]
group	internal, mW	leakage (nW)	switching [mW]	total (mW)
logic	0.105	0.201	0.0285	0.133
registers	0.673	0.135	0.00781	0.681
clock network	0.221	0.0210	0.184	0.405
total	0.999	0.357	0.221	1.22
[logic make-up (layout without fill, tap and decap cells)]
logic type,Yosys count,count (layout),synth area share [%]
DFF,16,16,70.1
buffers and inverters,1,37,2.47
other,1,1,0.821
and+or+nand+nor,15,15,26.6
[layout make-up]
| class | count | share of cell area [%] |
|---|---|---|
| tap | 46 | 7.10 |
| sequential | 16 | 40.3 |
| timing repair buffer | 33 | 32.7 |
| multi-input combinational | 16 | 15.4 |
| clock buffer | 4 | 4.48 |
No activity file was given, so power comes from the tool's default toggle rates.
